### run.sh
#!/bin/bash
# OpenROAD 26Q1-2900-gdf79404cd8, Yosys 0.63+post, stock flow scripts
make -C /OpenROAD-flow-scripts/flow DESIGN_CONFIG=/design/flow/config.mk WORK_HOME=/design/flow/orfs finish
### config.mk
export PLATFORM = sky130hd
export DESIGN_NAME = pipeline_division
export DESIGN_NICKNAME = pipeline_division
export VERILOG_FILES = /design/flow/design.v
export SDC_FILE = /design/flow/constraint.sdc
export NUM_CORES = 4
export LEC_CHECK = 1
export CORE_UTILIZATION = 50
### constraint.sdc
current_design pipeline_division

set clk_period 52.3
set clk_io_pct 0.2

create_clock -name clk0 -period $clk_period [get_ports {clk}]

set non_clock_inputs [all_inputs -no_clocks]
set_input_delay [expr $clk_period * $clk_io_pct] -clock clk0 $non_clock_inputs
set_output_delay [expr $clk_period * $clk_io_pct] -clock clk0 [all_outputs]
### design.v
module division #(
    parameter WIDTH      = 32,
    parameter ITER_BEGIN = 0,
    parameter ITER_END   = 32
) (
    input  [WIDTH-1:0] dividend,
    input  [WIDTH-1:0] divisor,
    input  [WIDTH:0]   r_i,
    input  [WIDTH-1:0] q_i,
    output  [WIDTH:0]   r_o,
    output  [WIDTH-1:0] q_o
);
    reg [WIDTH:0]   r;     
    reg [WIDTH-1:0] q;     
    parameter HIGHEST_BIT = WIDTH - 1;
    always @(*) begin
        integer i;
        r = r_i;
        q = q_i;
        for (i = ITER_BEGIN; i < ITER_END; i = i + 1) begin
            r = (r << 1) | ((dividend >> (HIGHEST_BIT - i)) & 1'b1);
            if (r >= divisor) begin
                r = r - divisor;
                q[HIGHEST_BIT - i] = 1'b1;   
            end else begin
                q[HIGHEST_BIT - i] = 1'b0;
            end
        end
    end
    assign r_o = r;
    assign q_o = q;
endmodule
module pipeline_division #(
    parameter WIDTH = 32,
    parameter CYCLE = 8
) (
    input  clk,
    input  reset,
    input  [WIDTH-1:0] dividend,
    input  [WIDTH-1:0] divisor,
    output [WIDTH-1:0] quotient,
    output [WIDTH-1:0] remainder
);
    parameter num_div = WIDTH / CYCLE;
    parameter res_div = WIDTH - CYCLE * num_div;
    reg [WIDTH-1:0] q_i[0:CYCLE-1];              
    reg [WIDTH:0]   r_i[0:CYCLE-1];              
    wire [WIDTH-1:0] q_o[0:CYCLE-1];
    wire [WIDTH:0]   r_o[0:CYCLE-1];
    reg [WIDTH-1:0] dividend_reg[0:CYCLE-1];    
    reg [WIDTH-1:0] divisor_reg [0:CYCLE-1];
    genvar i; 
    always @(*) begin
        dividend_reg[0] = dividend;
        divisor_reg[0] = divisor;
        q_i[0] = 0;
        r_i[0] = 0;
    end
    generate
        for (i = 1; i < CYCLE; i++) begin
            always @(posedge clk) begin
                if (reset) begin
                    q_i[i] <= 0;
                    r_i[i] <= 0;
                    dividend_reg[i] <= 0;
                    divisor_reg[i]  <= 0;
                end
                else begin              
                    q_i[i] <= q_o[i-1];            
                    r_i[i] <= r_o[i-1];            
                    dividend_reg[i] <= dividend_reg[i-1];        
                    divisor_reg[i]  <= divisor_reg[i-1];         
                end
            end
        end
    endgenerate
    generate
        for (i = 0; i < CYCLE; i++) begin
            division #(
                .WIDTH(WIDTH),
                .ITER_BEGIN(i * num_div),
                .ITER_END((i + 1) * num_div)
            ) u0 (
                .dividend(dividend_reg[i]),
                .divisor(divisor_reg[i]),
                .q_i(q_i[i]),
                .r_i(r_i[i]),
                .q_o(q_o[i]),
                .r_o(r_o[i])
            );
        end
    endgenerate
    assign quotient  = q_o[CYCLE-1];
    assign remainder = r_o[CYCLE-1][WIDTH-1:0];
endmodule
==> impl_metrics.toml <==
# generated from flow reports
[status]
status = "complete, no violations"

[placement]
port_buffers = 129
gp_congestion = 1.049
dp_worst_setup_slack_ns = 27.31
dp_hpwl_um = 216100

[setup_path]
worstSetupStartpointType = "flop"
endpoint_kind = "output port"
slowest_delay_ns = 0.66
worstSetupPathType = "flop to output port"
crit_required_ns = 41.84
crit_slowest_cell = "a211oi_1"
crit_arrival_ns = 15.53
worstPathMaxFanout = 47

[synthesis]
ys_types = 101
synth_seq_share = 0.1724
edf_count = 0
synth-main-ff-cell = "dfxtp_1"
top_area_frac = 0.1724
topCellsByArea = "dfxtp_1 17%, ha_1 16%, xnor2_1 5.8%, a21oi_1 5.6%, mux2_2 5.5%"
async_flop_share = 0
synth_flops = 672
ys_cells = 10110
synth.avg_cell_area_sq_um = 7.718
yosysChipArea_sq_um = 78020
synthCells = 10110
most_common_cell = "ha_1"
synthTopCellsByCount = "994 x ha_1, 965 x nor2_1, 879 x a21oi_1"
largest_area_cell = "dfxtp_1"
synth_area_sq_um = 78020
yosys_warnings = 17

[clock_tree]
post_cts_resized = 0
clock_sinks = 672
hold_buffers = 0
h-tree-depth = 3
post_cts_buffers = 0
clock_latency_ns = 0.73
numCtsBuffers = 81
cts_root_buf = "clkbuf_16"
clk_path_buf_depth = 3
clk_pin_slew_worst_paths_ns = 0.06
cts_tree = "yes"

[die]
die_x_um = 397.0
fp_util = 0.5053
ios = 130
die_area_sq_um = 157600
rows = 144
core_area_sq_um = 154400
die_height_um = 397.0

[route]
first_pass_iters = 26
wl_um = 265600
viasPerCell = 6.011
wire_per_inst_um = 21.72
vias = 73490
drt_iter0_drc = 5745
drtAntennaViolNets = 0
drc = 0

[timing]
max-slew-margin-rel = 0.3512
report.final.slew_viol_count = 0
finalCriticalPeriod_ns = 25.99
finalClockPeriodUsage = 0.4969
hold_violations = 0
setup_viol = 0
grt_setup_unrepaired = "false"
worst_pin_slew_ns = 0.9611
final.setup.tns_ns = 0
fmax_mhz = 38.48
fin_skew_ns = 0.04507
finalWorstSetupSlack_ns = 26.31
hold_ws_ns = 0.4240

[final_layout]
final_layout_size_suffix_gt1_frac = 0.07390
syn_to_final_growth_pct = 8.033
n_fill_cell = 14310
register_area_sq_um = 13450
logic_area_sq_um = 61270

[global_routing]
grt_max_degree = 81
grt_pass1_wl_um = 400200
grt_pass1_vias = 67120
grt_overflow = 0
antenna_found_initial = 10
grtUsageTotal = 0.3364

[hold_path]
worstHoldPathType = "flop to flop"

[flow_run]
max_cap_viol_count = 0
warnings = 25
## worst max-delay path, delay by kind of cell (launching register included)
family,cells,cell delay (ns)
AND-OR/OR-AND,26,6.32
multiplexers,4,1.40
flip-flops,1,0.41
AND/OR/NAND/NOR,13,2.49
adder cells (fa/ha/maj),4,1.40
buffers and inverters,8,2.72
## path summary, 6_finish.rpt
path | cells after the start | slack, ns | to | from
worst max-delay path | 55 | 26.31 | remainder[20] | divisor_reg[7][1]$_SDFF_PP0_
worst min-delay path | 1 | 0.42 | q_i[3][26]$_SDFF_PP0_ | q_i[2][26]$_SDFF_PP0_
worst max register to register | 51 | 36.45 | r_i[2][0]$_SDFF_PP0_ | divisor_reg[1][1]$_SDFF_PP0_
worst min register to register | 1 | 0.42 | q_i[3][26]$_SDFF_PP0_ | q_i[2][26]$_SDFF_PP0_
## through the flow
stage          std cells  cell area (sq um)  utilization
6_report           12230              84290       0.5459
5_1_grt            12220              84280       0.5458
4_1_cts            12220              84270       0.5458
3_5_place_dp       12070              81380       0.5270
3_3_place_gp       12070              81380       0.5270
2_1_floorplan      10110              78020            -
## routing by layer
layer / track usage / wire (um) / share of wire
met5: 0 / 51 / 0.00019
met1: 0.4954 / 122700 / 0.46
met3: 0.05323 / 18190 / 0.069
met4: 0.09177 / 8754 / 0.033
met2: 0.5144 / 115800 / 0.44
## placed cells by master (no fill, tap or decap), types with 25 or more instances in the layout
cell,n
nor3_1,179
nand3_1,219
o21ai_0,614
xor2_1,273
clkdlybuf4s50_1,128
a221oi_1,25
o21a_1,160
xnor2_1,514
a211oi_1,108
o21bai_1,123
or3_1,53
dfxtp_1,672
ha_1,994
clkbuf_16,81
nand2b_1,101
nor2b_1,327
and3_1,100
nand2_1,704
o31ai_1,67
a211o_1,29
nor2_1,961
nor4_1,67
a21boi_0,60
and2_1,49
o211ai_1,70
mux2i_1,233
fa_1,31
and4_1,30
nand4_1,130
a31oi_1,91
a21oi_1,876
mux2_2,379
inv_1,590
a21o_1,482
or2_2,67
buf_4,78
## cells by family after synthesis
family / count (synthesis) / share of synthesized area
AOI/OAI and AO/OA: 3035 / 0.2503
muxes: 621 / 0.08591
and+or+nand+nor: 3092 / 0.1916
xor gates and xnor gates: 787 / 0.08835
adders and majority gates: 1025 / 0.1674
DFF: 672 / 0.1724
buffers and inverters: 876 / 0.04399
## cell type report
| type | count | share of cell area |
|---|---|---|
| diodes | 5 | 0.0001484 |
| clock buffers | 102 | 0.02617 |
| clock inverters | 44 | 0.008165 |
| inverters | 591 | 0.02632 |
| multi-input cells | 8560 | 0.7269 |
| flip-flops and latches | 672 | 0.1596 |
| well taps | 2044 | 0.03034 |
| repair buffers | 207 | 0.02233 |
